### design/flow/constraint.sdc
current_design full_adder_behavioral

set clk_period 16.4
set clk_io_pct 0.2

create_clock -name clk0 -period $clk_period

set non_clock_inputs [all_inputs -no_clocks]
set_input_delay [expr $clk_period * $clk_io_pct] -clock clk0 $non_clock_inputs
set_output_delay [expr $clk_period * $clk_io_pct] -clock clk0 [all_outputs]
### design/flow/design.v
module full_adder_behavioral(
    input [7:0] A,
    input [7:0] B,
    input wire cin,
    output reg [7:0] sum,
    output reg cout
);
reg [7:0] temp_sum;
reg temp_cout;
integer i;
reg [7:0] inverted_number;
reg [7:0] twos_complement_number;
always @*
begin
    inverted_number = 8'b0;
    twos_complement_number = 8'b0;
	 if (cin == 1) begin
        inverted_number = ~B;
        twos_complement_number = inverted_number + 1'b1;
	 end
    if (cin == 0) begin
        temp_sum[0] = A[0] ^ B[0] ^ cin;
        temp_cout = (A[0] & B[0]) | ((A[0] ^ B[0]) & cin);
    end
    if (cin == 1) begin
        temp_sum[0] = (A[0] ^ twos_complement_number[0] ^ 0);
        temp_cout = (A[0] & twos_complement_number[0]) | ((A[0] ^ twos_complement_number[0]) & 0);
    end
    for (i = 1; i < 8; i = i + 1) begin
        if (cin == 0) begin
            temp_sum[i] = A[i] ^ B[i] ^ temp_cout;
            temp_cout = (A[i] & B[i]) | ((A[i] ^ B[i]) & temp_cout);
        end
        if (cin == 1) begin
            temp_sum[i] = (A[i] ^ twos_complement_number[i]) ^ temp_cout;
            temp_cout = (A[i] & twos_complement_number[i]) | ((A[i] ^ twos_complement_number[i]) & temp_cout);
        end
    end
    sum = temp_sum;
    cout = temp_cout;
end
endmodule
### design/flow/config.mk
export PLATFORM = sky130hd
export DESIGN_NAME = full_adder_behavioral
export DESIGN_NICKNAME = full_adder_behavioral
export VERILOG_FILES = /design/flow/design.v
export SDC_FILE = /design/flow/constraint.sdc
export NUM_CORES = 4
export LEC_CHECK = 1
export CORE_AREA = 10 10 95 95
export DIE_AREA = 0 0 105 105
### design/flow/run.sh
#!/bin/bash
# OpenROAD 26Q1-2900-gdf79404cd8, Yosys 0.63+post, stock flow scripts
make -C /OpenROAD-flow-scripts/flow DESIGN_CONFIG=/design/flow/config.mk WORK_HOME=/design/flow/orfs finish
==> GITHUB_STEP_SUMMARY <==
## PnR job results

| Metric | Value |
|---|---|
| Run status | completed |
| Cell taking the most area after synthesis | fa_1 |
| Die area | 0.0110 mm2 |
| CP arrival | 12.25 ns |
| DR vias/cell | 3.07 |
| Placed cell area | 0.00111 mm2 |
| Final setup fails | 0 |
| Crit start category | input port |
| IR drop worst, VDD | 0.00907 mV |
| Crit path DRT | 13.12 ns |
| Main area contributors | fa_1, mux2i_1, inv_1 |
| Measured slew at the worst slew-check pin | 0.483 ns |
| Die H | 105 um |
| Distinct lib cells | 24 |
| Max-cap viol count | 0 |
| Number of OpenROAD warnings | 32 |
| Final critical-path required period | 15.53 ns |
| Slowest CP cell | clkdlybuf4s50_1 |
| Antenna violations before repair | 0 |
| Total track usage | 3.34% |
| CP top delay family | adder cells |
| Drt drc | 0 |
| Most numerous cell on the critical path | fa_1 |
| Registers | 0 |
| Hold Fails Final Rpt | 0 |
| Hold_buf cts | 0 |
| Core area | 0.00691 mm2 |
| DP HPWL | 1670 um |
| Synth Area per Inst | 8.66 um2 |
| Ports | 26 |
| Setup TNS | 0 ns |
| Buf/Inv on CP | 4 |
| Routed WL | 1890 um |
| Chip Width | 105 um |
| Synthesized area | 736 um2 |
| Rows | 30 |
| Max Freq | 64.4 MHz |
| Pwr dens | 33.5 mW/mm2 |
| Hold depth | 5 |
| Diodes inserted | 0 |
| Total gr overflow | 0 |
| Top cells by count | fa_1, inv_1, mux2i_1, a21oi_1, nor2_1 |
| Reg area | 0 um2 |
| P_leak | 0.000462 uW |
| Initial drt markers | 16 |
| Via count | 627 |
| Worst Path Max Fanout | 36 |
| Share of cells above drive strength 1 | 6.48% |
| Crit-path max cell delay | 0.50 ns |
| Post-Place Setup Slack | 0.797 ns |
| Fp util | 10.7% |
| Post-route clock period utilization | 94.7% |
| Vias in the first global route | 634 |
| Post_cts resized | 0 |
| WHS | 7.73 ns |
| Relative slew slack | 67.5% |
| Yosys stat area | 736 um2 |
| Design area | 0.00111 mm2 |
| DR WL/cell | 9.27 um |
| # Cells Yosys | 85 |
| Largest net degree at the start of global routing | 37 |
| Crit path kind | in2out |
| Final Max Slew Viols | 0 |
| Worst setup margin | 0.871 ns |
| Clock buf count | 0 |
| Antenna-violating nets left | 0 |
| Gpl congestion | 0.772 |
| Post-CTS setup buffers | 0 |
| Finished Core Util | 16.0% |
| Critical Path Sink Type | primary output |
| Hold crit path type | in2out |
| Drt pass-1 iters | 2 |
| Warnings from Yosys | 3 |
| Seq/Total Area, Yosys | 0% |
| First-pass GRT wire length | 3060 um |
| RSZ-0062 raised after global routing | false |
| Count of input and output buffers | 26 |
| Synthesized instance count | 85 |
| Syn-to-layout area delta | 50.3% |
| Top-area cell share | 38.1% |
| Critical path depth | 39 |
## power breakdown
part           switching (uW)  internal (uW)
Combinational            14.9           22.2
Clock                       0              0
Sequential                  0              0
## per-layer routing
| metal | vias to the layer above | part of all wire, % | global-route usage, % |
|---|---|---|---|
| met5 | - | 0 | 0 |
| met3 | 0 | 6.8 | 0.994 |
| li1 | 330 | - | - |
| met1 | 282 | 49 | 4.49 |
| met4 | 0 | 0 | 0 |
| met2 | 15 | 44 | 5.52 |
## worst min-delay path, delay by kind of cell
kind                     cells  cell delay, ns
adder cells (fa/ha/maj)      1            0.17
multiplexers                 1            0.06
buffers and inverters        3            0.94
## placed cells by master (no fill, tap or decap)
| cell type | n |
|---|---|
| ha_1 | 3 |
| nor3b_1 | 1 |
| o21ai_0 | 2 |
| nor4_1 | 1 |
| o21a_1 | 1 |
| fa_1 | 14 |
| nor2_1 | 6 |
| mux2_2 | 4 |
| and2_2 | 1 |
| mux2i_1 | 9 |
| a21oi_1 | 8 |
| or4_4 | 1 |
| or3_1 | 1 |
| inv_1 | 14 |
| buf_4 | 1 |
| clkdlybuf4s50_1 | 26 |
| nand2_1 | 3 |
| and3_1 | 2 |
| nand3_1 | 2 |
| nor3_1 | 1 |
| o31ai_1 | 1 |
| a21o_1 | 4 |
| xnor2_1 | 2 |
## metrics by stage
stage / std cells / total power (uW)
2_1_floorplan: 85 / 18.1
3_3_place_gp: 204 / 37.9
3_5_place_dp: 204 / 38.0
4_1_cts: 204 / 38.4
5_1_grt: 204 / 42.5
6_report: 204 / 37.0
## layout make-up
class | instances | area, um2
Multi-Input combinational cell | 67 | 666
Timing Repair Buffer | 27 | 268
Fill cell | 802 | 5800
Inverter | 14 | 52.6
Tap cell | 96 | 120
## final timing paths
kind	startpoint	end	slack, ns
hold / removal	A[1]	sum[1]	7.73
setup / recovery	cin	sum[7]	0.87
## cell families after synthesis
| kind of cell | Yosys count | share of synthesized area, % |
|---|---|---|
| and+or+nand+nor | 19 | 13.6 |
| buffers and inverters | 18 | 9.52 |
| adders and majority gates | 17 | 43.2 |
| AOI/OAI and AO/OA | 16 | 12.9 |
| muxes | 13 | 18.4 |
| xor gates and xnor gates | 2 | 2.38 |
No activity file was given, so power comes from the tool's default toggle rates.
