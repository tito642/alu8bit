**run.sh**
```bash
#!/bin/bash
# OpenROAD 26Q1-2900-gdf79404cd8, Yosys 0.63+post, stock flow scripts
make -C /OpenROAD-flow-scripts/flow DESIGN_CONFIG=/design/flow/config.mk WORK_HOME=/design/flow/orfs finish
```
**config.mk**
```make
export PLATFORM = sky130hd
export DESIGN_NAME = shift_reg_behavioral
export DESIGN_NICKNAME = shift_reg_behavioral
export VERILOG_FILES = /design/flow/design.v
export SDC_FILE = /design/flow/constraint.sdc
export NUM_CORES = 4
export LEC_CHECK = 1
export CORE_AREA = 10 10 70 70
export DIE_AREA = 0 0 80 80
```
**constraint.sdc**
```tcl
current_design shift_reg_behavioral

set clk_period 1.0
set clk_io_pct 0.2

create_clock -name clk0 -period $clk_period

set non_clock_inputs [all_inputs -no_clocks]
set_input_delay [expr $clk_period * $clk_io_pct] -clock clk0 $non_clock_inputs
set_output_delay [expr $clk_period * $clk_io_pct] -clock clk0 [all_outputs]
```
**design.v**
```verilog
module shift_reg_behavioral(
    input wire [7:0] A,
    input wire s3, s2,
    output reg [7:0] reg_out
);
always @(*) begin
    reg [7:0] Sl, Sr, Rl, Rr;   
    Sl = A << 1;  
    Sr = A >> 1;  
    Rl = {A[6:0], A[7]};  
    Rr = {A[0], A[7:1]};  
    case (s3)
        1'b0: begin
            case (s2)
                1'b0: reg_out = Sl;
                1'b1: reg_out = Sr;
            endcase
        end
        1'b1: begin
            case (s2)
                1'b0: reg_out = Rl;
                1'b1: reg_out = Rr;
            endcase
        end
    endcase
end
endmodule
```
==> results.yml <==
# implementation run metrics
outcome:
  outcome: "finished, violations left"
  violations: "setup timing"
grt:
  overflow: 0
  grt_pass1_wl_um: 1214
  grt_usage: 0.02494
  grt_max_degree: 5
  grt_pass1_vias: 210
  antenna_found_initial: 1
finish:
  flop_area_um2: 0
  fin_area_um2: 416.7
  syn_to_final_growth_pct: 226.5
  seq_cell_count: 0
  layout-drive-gt1-share: 0.6944
  fillers: 398
  clkbuf_count: 0
worst_setup_path:
  critPathBufInv: 4
  cp-startpoint: "s2"
  critical_path.cell_chain: "buf_8 > buf_6 > buf_6 > mux2_4 > buf_6"
  worstPathMaxFanout: 4
  slowest_delay_ns: 0.30
  endpoint_kind: "primary output"
  crit_arrival_ns: 0.94
  path_delay_family: "buffers and inverters"
  critPathLaunchType: "input pin"
  crit_slowest_cell: "mux2_4"
  required_ns: 0.80
  path_class: "in2out"
  path_common_cell: "buf_6"
timing:
  setup_viol_count_final: 6
  slew_headroom: 0.9251
  finalClockPeriodUsage: 1.143
  fmax_ghz: 0.8752
  tns_ns: -0.4730
  hold_violations: 0
  tightest_slew_ns: 0.1124
  min_period_ns: 1.143
  rsz0062_at_grt: "yes"
  final-max-slew-violation-count: 0
  timing.final.ws_setup_ns: -0.1426
  hold-worst-slack_ns: 0.7965
floorplan:
  die_w_um: 80
  rows: 21
  coreArea_um2: 3416
  die_y_um: 80
  pin_count: 18
  dieArea_um2: 6400
  initCoreUtil: 0.03736
job:
  warnings: 34
  drv_cap: 0
worst_hold_path:
  hold_class: "in2out"
  min-delay-start: "s2"
  worstHoldPathCells: 4
  hold_end: "reg_out[5]"
synthesis:
  avgSynthCellArea_um2: 9.817
  ys_seq_share: 0
  ys_cells: 13
  synthCells: 13
  synth_area_um2: 127.6
  synth_cell_types: 6
  ys_chip_area_um2: 127.6
  ys_warn_count: 1
power:
  p_leak_nw: 0.1934
  ir_worst_vdd_mv: 0.08504
  p_per_area_nw_per_um2: 367.4
route:
  drt-pass1-iter-count: 2
  vias: 183
  drt_iter0_markers: 2
  wl_um: 809
  drc: 0
  drtAntennaViolNets: 0
  drt-wirelength-per-cell_um: 9.747
  avgViaCountPerCell: 2.205
placement:
  post-place-ws_ns: -0.7758
  portBuffers: 18
  placedInstanceArea_um2: 361.6
  gp_congestion: 0.7285
cell usage after synthesis, drive strengths merged:
| cell | count | share of area |
|---|---|---|
| buf | 1 | 0.088 |
| inv | 1 | 0.029 |
| mux2 | 6 | 0.71 |
| nand2 | 2 | 0.059 |
| nand3 | 1 | 0.039 |
| o21ai | 2 | 0.078 |
logic make-up after synthesis:
group | after synthesis | synth area share
AOI/OAI and AO/OA | 2 | 0.07843
muxes | 6 | 0.7059
and+or+nand+nor | 3 | 0.09802
buffers and inverters | 2 | 0.1176
worst max-delay path by stage:
| stage | to | slack (ns) | cells after the start |
|---|---|---|---|
| CTS | reg_out[6] | -0.14 | 5 |
| global route | reg_out[6] | -0.16 | 5 |
| finish | reg_out[6] | -0.14 | 5 |
per-layer routing:
metal	global-route usage	share of wire	vias up	wire (um)
met1	0.03230	0.45	76	363
met2	0.03291	0.33	13	268
met3	0.02045	0.22	0	176
met5	0	0	-	0
met4	0	0	0	0
li1	-	-	94	-
final cells by class:
cell class | count | area [um^2] | area share
well taps | 46 | 57.56 | 0.1381
repair buffers | 24 | 225.2 | 0.5405
inverters | 1 | 3.754 | 0.009009
multi-input cells | 11 | 127.6 | 0.3063
diodes | 1 | 2.502 | 0.006006
repair_timing:
item | in CTS | in global routing
setup buffers | 4 | 0
pin swaps | 0 | 2
gates cloned | 1 | 0
hold buffers | 0 | 0
endpoints found under the setup margin | 8 | 8
resized | 54 | 6
cell usage in the layout (no fill, tap or decap):
| master | n |
|---|---|
| nand2_2 | 1 |
| clkdlybuf4s15_1 | 5 |
| nand3_2 | 1 |
| buf_2 | 4 |
| nand2_1 | 1 |
| o21ai_2 | 2 |
| buf_6 | 8 |
| buf_4 | 2 |
| diode_2 | 1 |
| dlygate4sd2_1 | 4 |
| buf_8 | 1 |
| mux2_4 | 6 |
| inv_1 | 1 |
per-stage QoR:
step,utilization,instances,total power [W]
floorplan,-,13,0.00004281
global placement,0.1059,77,0.0001405
detailed placement,0.1059,77,0.0001415
CTS,0.1143,82,0.0001417
global route,0.1212,82,0.0001670
finish,0.1220,83,0.0001531
where the power goes:
group / switching [W] / internal [W]
logic: 0.0000447 / 0.000108
registers: 0 / 0
clock network: 0 / 0.000000000134
total: 0.0000447 / 0.000108
Power figures rest on the tool's default switching activity, not on a simulated workload.
