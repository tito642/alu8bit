==> design/flow/design.v <==
module alu_behavioral(
    input wire [7:0] A,
    input wire [7:0] B,
    input wire [3:0] s,
    input wire clk,
    output reg [7:0] alu_out
);
always @(posedge clk) begin
    case (s)
        4'b0000: alu_out <= A + B;   
        4'b0001: alu_out <= A - B;   
        4'b0011: alu_out <= ~B + 1;   
        4'b1000: alu_out <= A & B;   
        4'b1001: alu_out <= A ^ B;   
        4'b1010: alu_out <= A | B;   
        4'b1011: alu_out <= ~B;      
        4'b1100: alu_out <= {A[0], A[7:1]};   
        4'b1101: alu_out <= {A[6:0], A[7]};    
        4'b1110: alu_out <= A >> 1;   
        4'b1111: alu_out <= A << 1;   
    endcase
end
endmodule
==> design/flow/run.sh <==
#!/bin/bash
# OpenROAD 26Q1-2900-gdf79404cd8, Yosys 0.63+post, stock flow scripts
make -C /OpenROAD-flow-scripts/flow DESIGN_CONFIG=/design/flow/config.mk WORK_HOME=/design/flow/orfs finish
==> design/flow/config.mk <==
export PLATFORM = sky130hd
export DESIGN_NAME = alu_behavioral
export DESIGN_NICKNAME = alu_behavioral
export VERILOG_FILES = /design/flow/design.v
export SDC_FILE = /design/flow/constraint.sdc
export NUM_CORES = 4
export LEC_CHECK = 1
export CORE_AREA = 10 10 92 92
export DIE_AREA = 0 0 102 102
==> design/flow/constraint.sdc <==
current_design alu_behavioral

set clk_period 6.3
set clk_io_pct 0.2

create_clock -name clk0 -period $clk_period [get_ports {clk}]

set non_clock_inputs [all_inputs -no_clocks]
set_input_delay [expr $clk_period * $clk_io_pct] -clock clk0 $non_clock_inputs
set_output_delay [expr $clk_period * $clk_io_pct] -clock clk0 [all_outputs]
==> results.rst <==
Implementation results
======================

.. list-table::
   :header-rows: 1

   * - Metric
     - Value
   * - Hold/Removal Path Class
     - input port to flop
   * - Buffer cell driving the clock tree root
     - clkbuf_8
   * - Ys flop type
     - edfxtp_1
   * - Post-CTS Hold Fix Bufs
     - 0
   * - Async SR Flop Fraction
     - 0%
   * - Critical path data arrival time
     - 4.46 ns
   * - Highest Clock Rate
     - 223 MHz
   * - IR drop worst, VDD
     - 0.0522 mV
   * - Number of slew-limit violations in the final report
     - 0
   * - Top cells by area, synth
     - ha_1, edfxtp_1, o21ai_0
   * - Remaining global-route overflow
     - 0
   * - Most flops, register
     - alu_out
   * - Power density over the cells
     - 139 nW/um^2
   * - Global-route met1 utilization
     - 13.1%
   * - Post-route fraction of the period consumed by the critical path
     - 71.3%
   * - Sum of routed wire length over all layers
     - 4500 um
   * - Wire per inst
     - 14.4 um
   * - Tmin final
     - 4.49 ns
   * - Number of remaining DRC errors
     - 0
   * - Cts repair resizes
     - 0
   * - Cell count of the worst hold path
     - 5
   * - Post-CTS Repair Setup Buffers
     - 0
   * - Final non-filler cell area
     - 2030 um^2
   * - RSZ-0062 raised after global routing
     - no
   * - Number of warning messages in the logs
     - 34
   * - Wire length of the first global-routing pass
     - 7250 um
   * - Synthesized area divided by synthesized cell count
     - 7.73 um^2
   * - Initial cell density of the core
     - 25.6%
   * - Seq share, synth
     - 14.5%
   * - Data required time of the critical path
     - 6.27 ns
   * - CP Launch Type
     - input port
   * - Horizontal die dimension
     - 102 um
   * - Regs by FF count
     - alu_out: 8 flops
   * - Crit path capture type
     - flop
   * - Total vias in the final route
     - 1555
   * - Highest-utilization routing layer at the global route stage
     - met1
   * - Number of fillers in the final layout
     - 681
   * - Post-synthesis to final-layout area growth
     - 22.9%
   * - Cell total in the yosys stat output
     - 214
   * - CTS clk-pin slew, worst paths
     - 0.04 ns
   * - Max Cap Violations
     - 0
   * - Deepest clock path buffer count
     - 2
   * - Post-route worst hold slack
     - 2.01 ns
   * - Number of sinks on the clock net
     - 8
   * - Std cell rows
     - 29
   * - GRT met2 Usage
     - 12.7%
   * - Instance area at placement
     - 1990 um^2
   * - Initial drt markers
     - 69
   * - List of most frequent post-synthesis cells
     - ha_1, o21ai_0, nand2_1
   * - CTS tree
     - yes
   * - Final Hold Violation Tally
     - 0
   * - Flip-flop count of the largest register, all copies and words added
     - 8
   * - Tightest slew margin relative to the limit
     - 52.2%
   * - Core ar.
     - 6460 um^2
   * - Cells after synthesis
     - 214
   * - Share of cells above drive strength 1
     - 5.08%
   * - Count of boundary I/O pins
     - 29
   * - Sw Share
     - 33.8%
   * - Leading cell type by number of instances after synthesis
     - ha_1
   * - Antenna violations before repair
     - 0
   * - Final antenna diode count
     - 0
   * - Portion of total power attributed to combinational logic
     - 52.8%
   * - Share of Yosys cell area claimed by the top area cell type
     - 18.2%
   * - Portion of total power attributed to the clock network
     - 21.2%
   * - H-tree levels
     - 1
   * - Detailed-routing iteration count for the pre-antenna-repair pass
     - 4
   * - Total Die Area
     - 10400 um^2
   * - Cell type with the highest aggregate area in the netlist
     - ha_1
   * - Flops after synth
     - 8
   * - Kind of critical path
     - input port to flop
   * - Via density per instance
     - 4.97
   * - Remaining number of nets flagged by the antenna check after routing
     - 0
   * - Netlist Area Pre-Place
     - 1650 um^2
   * - Gr usage total
     - 8.50%
   * - Hold path endpoint
     - alu_out[7]
   * - Met3 capacity usage during global routing
     - 1.36%
   * - Internal
     - 0.000187 W
   * - Switching Power
     - 0.0000956 W
   * - Slew @ Worst Pin
     - 0.715 ns
   * - Estimated wirelength of the detail-placed design
     - 3590 um
   * - Status
     - finished clean
   * - Final Power
     - 0.000283 W
   * - Distinct lib cells
     - 52
   * - Reported leakage power
     - 0.863 nW
   * - Yosys synthesis chip area
     - 1650 um^2
   * - Via count of the first global-routing pass
     - 1430
   * - Setup violation total in the final timing report
     - 0
   * - Maximum fanout encountered on the critical timing path
     - 21
   * - Launch instance of the worst min-delay path
     - B[7]
   * - Aggregate negative setup slack
     - 0 ns
   * - Share of power burned in registers
     - 26.1%
   * - Port-buffer cells
     - 28
   * - Post-synth EDFFs
     - 8
   * - Count of synthesis-stage warnings from yosys
     - 1
   * - Pin count of the biggest net entering global routing
     - 28
   * - Die outline height
     - 102 um
   * - Routability cong.
     - 0.852
   * - Number of buffers inserted during clock tree synthesis
     - 3
[area by class of cell]
class	count	area (um^2)	area share, %
clock buffers	3	41.3	2.03
well taps	77	96.3	4.74
flip-flops and latches	8	240	11.8
repair buffers	31	303	14.9
inverters	21	78.8	3.88
multi-input cells	173	1270	62.6
[routing by layer]
metal / up-vias / share of wire (%) / routed length [um]
met2: 41 / 44 / 1990
met3: 2 / 5.8 / 261
li1: 810 / - / -
met5: - / 0 / 0
met1: 702 / 50 / 2240
met4: 0 / 0.089 / 4
[critical path, cell delays in order]
cell	delay, ns
clkdlybuf4s50_1	0.93
nor4b_2	0.67
mux2i_1	0.35
ha_1	0.27
nor2b_1	0.14
o31a_1	0.29
o21ai_0	0.30
or4_1	0.17
nand3_1	0.07
[logic make-up after synthesis]
group | after synthesis | synth area share (%)
and+or+nand+nor | 59 | 18.5
buffers and inverters | 33 | 8.47
muxes | 9 | 5.60
xor gates and xnor gates | 13 | 6.88
adders and majority gates | 25 | 19.4
DFF | 8 | 14.5
AOI/OAI and AO/OA | 67 | 26.6
[power groups by stage]
| stage | logic (W) | clock network (W) | registers [W] |
|---|---|---|---|
| after CTS | 0.000150 | 0.0000613 | 0.0000738 |
| after global routing | 0.000168 | 0.0000643 | 0.0000745 |
| final | 0.000149 | 0.0000599 | 0.0000738 |
[worst max path at each step]
stage	start	endpoint	cells after the start
finish	s[0]	alu_out[7]	9
CTS	s[0]	alu_out[6]	9
global route	s[0]	alu_out[5]	9
[cells in the final DEF, fill, tap and decap left out, types with 7 or more instances in the layout]
| master | instances |
|---|---|
| a21oi_1 | 9 |
| clkdlybuf4s50_1 | 28 |
| edfxtp_1 | 8 |
| ha_1 | 24 |
| inv_1 | 21 |
| mux2i_1 | 7 |
| nand2_1 | 22 |
| nor2_1 | 13 |
| o21ai_0 | 23 |
| xnor2_1 | 12 |
[per-stage QoR]
stage,std cells,worst slack [ns],utilization [%]
final,313,1.81,31.5
after global routing,313,1.57,31.5
after CTS,313,1.81,31.5
after detailed placement,310,1.58,30.8
after global placement,310,1.65,30.8
after floorplan,214,2.69,-
Power and IR drop assume default switching activity.
